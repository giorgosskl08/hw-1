[design/flow/design.v]
module regfile #(
    parameter DATAWIDTH = 32
)(
    input clk,
    input [4:0] readReg1,
    input [4:0] readReg2,
    input [4:0] writeReg,
    input [DATAWIDTH-1:0] writeData,
    input write,
    output reg [DATAWIDTH-1:0] readData1,
    output reg [DATAWIDTH-1:0] readData2
);
    reg [DATAWIDTH-1:0] registers [31:0];
    integer i;
    initial begin
        for (i = 0; i < 32; i = i + 1) begin
            registers[i] = 0;
        end
    end
  always @(posedge clk) begin
        if (write) begin
            registers[writeReg] <= writeData;
        end
        readData1 <= registers[readReg1];
        readData2 <= registers[readReg2];
     	if (write && (writeReg == readReg1)) begin
            readData1 <= writeData;
        end
        if (write && (writeReg == readReg2)) begin
            readData2 <= writeData; 
        end
    end
endmodule
[design/flow/run.sh]
#!/bin/bash
# OpenROAD 26Q1-2900-gdf79404cd8, Yosys 0.63+post, stock flow scripts
make -C /OpenROAD-flow-scripts/flow DESIGN_CONFIG=/design/flow/config.mk WORK_HOME=/design/flow/orfs finish
[design/flow/config.mk]
export PLATFORM = sky130hd
export DESIGN_NAME = regfile
export DESIGN_NICKNAME = regfile
export VERILOG_FILES = /design/flow/design.v
export SDC_FILE = /design/flow/constraint.sdc
export NUM_CORES = 4
export LEC_CHECK = 1
export CORE_UTILIZATION = 30
[design/flow/constraint.sdc]
current_design regfile

set clk_period 29.5
set clk_io_pct 0.2

create_clock -name clk0 -period $clk_period [get_ports {clk}]

set non_clock_inputs [all_inputs -no_clocks]
set_input_delay [expr $clk_period * $clk_io_pct] -clock clk0 $non_clock_inputs
set_output_delay [expr $clk_period * $clk_io_pct] -clock clk0 [all_outputs]
==> notes.md <==
Item: results of the latest flow run.

- The top register by number of flip-flops is registers.
- Total global-route track usage over all layers is between 20% and 30%.
- The number of warnings reported in the stage logs is 26.
- The post-detailed-placement cell area is around 53000 sq um.
- The worst-case clock buffer depth is 3.
- The final-layout fill cell count is about 15000.
- 113 I/O pins were placed.
- The master cell of the clock root buffer is sky130_fd_sc_hd__clkbuf_16.
- Setup repair after global routing left no endpoint under its margin.
- The post-synthesis sequential element count is 1034.
- The final-report setup violation count is 0.
- The post-CTS resize count is 0.
- The synthesized area per cell is between 10 and 15 sq um.
- Per the OpenROAD floorplan log, the area of the core is 161000 sq um.
- The total negative slack for setup checks is 0 ns.
- In the Yosys stats the netlist draws on 24 distinct library cells.
- Per the timing report, the achievable frequency comes out to 81.7 MHz.
- TritonCTS built the clock tree.
- The starting DRC count in detailed routing is 2176.
- The critical-path maximum fanout is 47.
- The floorplan-stage core utilization is 30.4%.
- In this run the power density over the cells is 58.1 nW/um^2.
- The register with the most flip-flops in the layout has a little over 1000 of them.
- According to the timing report, the arrival time at the worst endpoint equals 6.34 ns.
- The layout report lists the combined flip-flop and latch area as approximately 31000 sq um.
- Per the post-synthesis report, the number of cells in the design is 3396.
- The sequential element share of the synthesized area is 63.2%.
- After floorplanning, the die was sized to cover 165000 sq um.
- The worst path uses 41.5% of the clock period.
- Summing all non-filler instances in the final layout gives an area of ~56000 sq um.
- After synthesis, the largest area contributor takes up approximately 63% of total cell area.
- The number of antenna violations at the first check in global routing is 16.
- The detail route stage leaves a number of antenna-violating nets equal to 0.
- Buffers inserted to repair hold after CTS numbered 0.
- The total routed wirelength is 159000 microns.
- The yosys synthesis warning count is 1.
- The leakage power in the latest report is 20.2 nW.
- For reference, the final report shows the max-slew violation count at 0.
- As logged by OpenROAD, the buffers inserted on ports number 112.
- The most common logic cells in the final layout are 1024 x sky130_fd_sc_hd__mux2i_1, 1024 x sky130_fd_sc_hd__edfxtp_1, 194 x sky130_fd_sc_hd__nand3_1, 193 x sky130_fd_sc_hd__nand2_1.
- The via count is between 30000 and 40000.
- The minimum period implied by the final worst setup slack is 12.24 ns.
- The fraction of final layout cells with drive strength greater than 1 is 9.14%.
- The script logs the mean routed wire length per placed instance as 27.7 microns.
- The y dimension of the die is 406 microns.
- STA classifies the critical path startpoint as a flop.
- Per the repair_timing log after CTS, setup buffers inserted total 0.
- The clock-pin slew on the worst setup and hold paths is 0.06 ns.
- The number of cells reported by Yosys stat comes to 3396.
- The via count normalized by instance count is 5.41.
- The clock drives 1034 sinks.
- The maximum level of the CTS H-tree is 3.
- The floorplan die width is 406 microns.
- The total DRC errors in the routed layout is 0.
- The flow ran to the end, and the final reports show no timing, DRC or antenna violations.
- The worst hold path begins at readReg1[2].
- The cell area that synthesis handed to floorplanning was just under 50000 sq um.
- The tightest min-delay check is of the in -> reg type.
- The worst setup path is of the reg -> out kind.
- After its last routability iteration, the placer logged a weighted congestion of around 0.86.
- The top cell type by total area after synthesis is sky130_fd_sc_hd__edfxtp_1.
- The report counts max-capacitance violations totalling 0.
- The number of cells traversed by the worst hold path is 1.
- The chip area in the Yosys report is 49000 sq um.
- For reference, the top cells by area after synthesis are sky130_fd_sc_hd__edfxtp_1 63%, sky130_fd_sc_hd__mux2i_1 21%, sky130_fd_sc_hd__a22oi_1 2.9%.
- After legalization and detailed placement, the total HPWL measured 87100 microns.
- The via count of the first global-routing pass is about 32000.
- The measured slew at the worst slew-check pin is 0.964 ns.
- The worst setup path is captured at a primary output.
- The first global-routing pass estimated 225000 microns of wire.
- Entering global routing, the biggest net connects 93 pins.
- In this run the core area contains 147 standard-cell rows.
- The data required time reported for the critical path is 23.60 ns.
- In this run the VDD rail shows a maximum IR drop of about 0.000045 V.
- Leaving out buffers and inverters, the combinational logic in the layout accounts for 16800 sq um.
- The area overhead of the layout relative to synthesis is 14.3%.
- The overall overflow remaining after global route is 0.
- The registers reported with the highest flop counts are registers x1024.
- The number of optimization iterations in the first detailed-route pass is 5.
- The worst relative slew slack is 35.5%.
- The total count of hold-check failures in the final report is 0.
- The number of buffers created by CTS is 105.
==> Yosys cell counts <==
cell type	instances
sky130_fd_sc_hd__a31oi_1	64
sky130_fd_sc_hd__nand2_1	195
sky130_fd_sc_hd__nand3b_1	5
sky130_fd_sc_hd__or2_2	2
sky130_fd_sc_hd__edfxtp_1	1024
sky130_fd_sc_hd__a21oi_1	192
sky130_fd_sc_hd__clkbuf_1	86
sky130_fd_sc_hd__and2_1	2
sky130_fd_sc_hd__or3_1	1
sky130_fd_sc_hd__buf_6	45
sky130_fd_sc_hd__nor2b_1	4
sky130_fd_sc_hd__buf_2	70
sky130_fd_sc_hd__mux2i_1	1024
sky130_fd_sc_hd__nor2_1	35
sky130_fd_sc_hd__buf_1	1
sky130_fd_sc_hd__nand2b_1	4
sky130_fd_sc_hd__nor3_1	64
sky130_fd_sc_hd__nand3_1	194
sky130_fd_sc_hd__buf_4	47
sky130_fd_sc_hd__or3b_2	3
sky130_fd_sc_hd__clkbuf_4	4
sky130_fd_sc_hd__dfxtp_1	10
sky130_fd_sc_hd__a22oi_1	192
sky130_fd_sc_hd__a22o_1	128
==> cell type report <==
class | count | share of cell area [%]
diodes | 4 | 0.0179
repair buffers | 241 | 3.87
multi-input cells | 2109 | 30.0
flip-flops and latches | 1034 | 55.3
well taps | 2160 | 4.83
clock buffers | 130 | 4.90
clock inverters | 65 | 1.12
==> power by group <==
part           leakage [nW]  switching, W  internal, W  total (W)
sequential             9.31     0.0000101      0.00163    0.00164
clock                  1.65      0.000571     0.000740    0.00131
combinational          9.22      0.000186     0.000111   0.000297
==> metrics by stage <==
step           util [%]  worst slack, ns  power, W  hold slack [ns]  instances
2_1_floorplan         -            21.17   0.00184             5.93       3396
3_3_place_gp       32.6            18.04   0.00197             6.36       5544
3_5_place_dp       32.6            18.05   0.00197             6.36       5544
4_1_cts            34.7            17.27   0.00327             5.60       5739
5_1_grt            34.7            17.00   0.00334             5.63       5739
6_report           34.7            17.26   0.00325             5.64       5743
==> critical path, cell delays in order (launching register included) <==
cell	delay, ns
sky130_fd_sc_hd__dfxtp_4	0.67
sky130_fd_sc_hd__buf_4	0.73
sky130_fd_sc_hd__buf_4	0.66
sky130_fd_sc_hd__buf_4	0.67
sky130_fd_sc_hd__buf_4	0.64
sky130_fd_sc_hd__buf_4	0.77
sky130_fd_sc_hd__mux2i_1	0.16
sky130_fd_sc_hd__a22o_1	0.25
sky130_fd_sc_hd__nor3_1	0.24
sky130_fd_sc_hd__a31oi_1	0.11
sky130_fd_sc_hd__nand3_1	0.14
sky130_fd_sc_hd__clkdlybuf4s50_1	0.48
==> worst max path at each step <==
stage         depth (start not counted)  slack (ns)             to  startpoint
finish                               11       17.26  readData2[19]        flop
global route                         11       17.00  readData2[19]        flop
CTS                                  11       17.27  readData2[21]        flop
==> metal layers <==
metal / vias up / wire length [microns] / GRT usage [%]
met5: - / 344 / 0.952
met4: 28 / 6290 / 6.54
met3: 330 / 22400 / 12.2
met2: 1795 / 73700 / 30.7
met1: 15300 / 56100 / 23.6
li1: 13600 / - / -
==> cell families after synthesis <==
| kind of cell | Yosys count | synth area share [%] |
|---|---|---|
| buffers and inverters | 253 | 3.20 |
| AND/OR/NAND/NOR | 509 | 4.69 |
| AND-OR/OR-AND | 576 | 8.01 |
| multiplexers | 1024 | 20.9 |
| flip-flops | 1034 | 63.2 |
Power figures rest on the tool's default switching activity, not on a simulated workload.
