==> design.v <==
module alu(
  input [31:0] op1,
  input [31:0] op2,
  input [3:0] alu_op,
  output reg zero,
  output reg [31:0] result
);
  parameter [3:0] ALUOP_AND = 4'b0000;
  parameter [3:0] ALUOP_OR  = 4'b0001;
  parameter [3:0] ALUOP_ADD = 4'b0010;
  parameter [3:0] ALUOP_SUB = 4'b0110;
  parameter [3:0] ALUOP_LT  = 4'b0100;  
  parameter [3:0] ALUOP_SRL = 4'b1000;  
  parameter [3:0] ALUOP_SLL = 4'b1001; 
  parameter [3:0] ALUOP_SRA = 4'b1010;  
  parameter [3:0] ALUOP_XOR = 4'b0101;  
  always @(*) begin
    case(alu_op)
      ALUOP_AND: result = op1 & op2;  
      ALUOP_OR: result = op1 | op2;  
      ALUOP_ADD: result = op1 + op2; 
      ALUOP_SUB: result = op1 - op2;  
      ALUOP_LT: result = ($signed(op1) < $signed(op2)) ? 32'b1 : 32'b0;
      ALUOP_SRL: result = op1 >> op2[4:0];  
      ALUOP_SLL: result = op1 << op2[4:0];  
      ALUOP_SRA: result = $unsigned($signed(op1) >>> op2[4:0]);  
      ALUOP_XOR: result = op1 ^ op2;
      default : result = 32'b0;
    endcase
    zero = (result == 32'b0) ? 1 : 0;
  end
endmodule
module calc_enc(
    input wire btnl, btnc, btnr,
  	output wire [3:0] alu_op
);
  	not U0(btnc_not, btnc);
  	not U1(btnl_not, btnl);
  	not U2(btnr_not, btnr);
    and A1 (m0, btnc_not, btnr); 
    and A2 (m1, btnl, btnr);
  	or O1 (alu_op[0], m0, m1);
    and A3 (m2, btnl_not, btnc);
    and A4 (m3, btnc, btnr_not);
    or O2 (alu_op[1], m2, m3);
    and A5 (m4, btnc, btnr); 
    and A6 (m5, btnl, btnc_not);
  	and A7 (m6, m5, btnr_not);
  	or O3 (alu_op[2], m4, m6);
    and A8 (m7, btnl, btnc_not);
    and A9 (m8, m7, btnr);
  	and A10 (m9, btnl, btnc);
    and A11 (m10, m9, btnr_not);
    or O4 (alu_op[3], m10, m8);
endmodule
module calc(
  input clk,
  input btnc,
  input btnl,
  input btnu,
  input btnr,
  input btnd,
  input [15:0] sw,
  output reg [15:0] led
);
  reg [15:0] accumulator;
  wire [31:0] result;
  wire zero;
  wire [3:0] alu_op;
  wire signed [31:0] op1, op2;
  alu alu_instance (
        .op1(op1),
        .op2(op2),
        .alu_op(alu_op),
        .zero(zero), 
        .result(result)
  );
  calc_enc encoder (
        .btnc(btnc),
        .btnr(btnr),
        .btnl(btnl),
        .alu_op(alu_op)
  );
  assign op1 = {{16{accumulator[15]}}, accumulator};
  assign op2 = {{16{sw[15]}}, sw};
  always @(posedge clk) begin
    if (btnu) begin
      accumulator <= 16'b0; 
    end
    if (btnd) begin
      accumulator <= result[15:0];
  	end
  end
  always @(*) begin
      led = accumulator;
  end
endmodule
==> run.sh <==
#!/bin/bash
# OpenROAD 26Q1-2900-gdf79404cd8, Yosys 0.63+post, stock flow scripts
make -C /OpenROAD-flow-scripts/flow DESIGN_CONFIG=/design/flow/config.mk WORK_HOME=/design/flow/orfs finish
==> config.mk <==
export PLATFORM = sky130hd
export DESIGN_NAME = calc
export DESIGN_NICKNAME = calc
export VERILOG_FILES = /design/flow/design.v
export SDC_FILE = /design/flow/constraint.sdc
export NUM_CORES = 4
export LEC_CHECK = 1
export CORE_UTILIZATION = 30
==> constraint.sdc <==
current_design calc

set clk_period 7.4
set clk_io_pct 0.2

create_clock -name clk0 -period $clk_period [get_ports {clk}]

set non_clock_inputs [all_inputs -no_clocks]
set_input_delay [expr $clk_period * $clk_io_pct] -clock clk0 $non_clock_inputs
set_output_delay [expr $clk_period * $clk_io_pct] -clock clk0 [all_outputs]
==> run notes <==
yosys + openroad results -> layout cells sized above 1=0.0909, post-synthesis cell type count=~77, Tmin final=~5.1 ns, DR pass1 iterations=6, yosys synthesis chip area=4870 sq um, R2R Path End=accumulator[0], CTS Hold Bufs=0, wirelength, routed=18600 microns, num rows=46, die width=129 microns, antenna violations before repair=0, mapped cell area=4870 sq um, core area=15900 sq um, Seq share, synth=0.0986, first-pass GRT wire length=28400 microns, ant diodes=0, number of global-route vias before repair=around 4700, Clock Path Buffers=2, Worst setup EP type=register, CP Max Fanout=28, maximum operating frequency=198 MHz, CTS Root Cell=clkbuf_16, largest net degree at the start of global routing=roughly 45, headroom to the max-slew limit=0.470, Init Core Util=0.307, Slew Limit Fails=0, PnR worst setup slack=2.34 ns, Top cell excl fill/tap=nor2_1, chip area=16800 sq um, reg2reg setup slack=4.28 ns, Compound Share, Synth=0.294, status=complete, no violations, Largest regs=accumulator x16, Yosys Instances=~630, max FFs per register=16, Hold Crit Endpoint=accumulator[0], Vias/cell=6.04, Max Cap Violations=0, IO buf count=37, Clock Skews=0.00231 ns, Cell Count, Final, Fillers Out=854, warnings from Yosys=16, vias=5156, Final Hold Viols=0, class of the worst hold path=register to register, hold depth=4, # DRC=0, critical path class=input port to register, Synth logic family=AND-OR/OR-AND gates, Post-synth mux share=0.185, hold_sp=accumulator[0], Biggest register=accumulator, initial drt markers=505, Clk Latency, worst-skew pair=0.25 ns, CTS clk-pin slew, worst paths=0.06 ns, Wirelength per Cell=21.8 microns, Top FF cell, synth=edfxtp_1, setup TNS=0 ns, HPWL reported at the end of detailed placement=about 14000 microns, PD cells=133 nW/um^2, CTS tree=done, ys flops=16, RSZ-0062 raised after global routing=no, Worst EP required=roughly 7.4 ns, Critical Path AT=5.06 ns, VDD IR max=94.7 uV, Post-CTS Setup Inserts=0, Adder Share, Synth=0.142, Syn Area/Cell=7.72 sq um, Final period util=0.684, OpenROAD warnings=approximately 61, worst r2r path cells=8, yosys simple share=0.193, DP Area=5380 sq um, Die Ht=129 microns, most frequent cells in the layout=nor2_1 (59), ha_1 (52), inv_1 (51), nand2_1 (47), a21oi_1 (44), I/O pin count=38, CTS Sinks=16, DRT antenna net count=0, Tot Pwr=0.727 mW, CTS-repair resized insts=0, P&R area growth vs syn=11.9%, Synth Area in XOR/XNOR=0.00539, async set-reset flop share out of synthesis=0, Startpoint Class=input port, worst slack, placed=2.11 ns, CTS Buf Count=3, number of H-tree levels=1, placed insts=~850, Slew @ Worst Pin=0.791 ns, reg2reg start=accumulator[5], gr ovfl total=0, Post-synth EDFFs=16, LEAKAGE=2.15 nW, Cells after Synth=631, design area=around 5500 sq um, final RePlAce weighted congestion=0.958, Tot GR Track Use=0.231, Setup Viol. Count Final=0
-- stage by stage --
step	hold slack, ns	util
CTS	1.23	0.343
finish	1.25	0.343
global route	1.29	0.343
detailed placement	1.22	0.338
floorplan	0.915	-
global placement	1.24	0.338
-- kinds of logic after synthesis --
logic type / after synthesis
compound gates: 208
simple gates: 196
buf+inv: 96
mux: 58
fa+ha+maj: 54
flops: 16
xor+xnor: 3
-- worst max-delay path, stage by stage --
cell and delay [ns]:
clkdlybuf4s50_1 0.46, buf_4 0.34, clkinv_1 0.69, ha_1 0.63, a211oi_1 0.08, o21bai_1 0.47, a2111oi_0 0.20, a311oi_1 0.28
a31oi_1 0.11, o41a_1 0.31
-- metal layers --
layer | up-vias | global-route usage | wire, microns | share of wire
met5 | - | 0 | 0 | 0
met4 | 0 | 0.0616 | 597 | 0.032
met3 | 50 | 0.0395 | 1480 | 0.079
met2 | 297 | 0.356 | 8330 | 0.45
met1 | 2414 | 0.339 | 8180 | 0.44
li1 | 2395 | - | - | -
-- report_power, final --
group          internal [mW]  switching (mW)  total, mW
Sequential             0.115          0.0444      0.159
Clock                 0.0720          0.0414      0.113
Combinational          0.193           0.262      0.455
Total                  0.380           0.348      0.727
-- cell type report --
type	instances	area, sq um
clock inverters	1	3.75
well taps	216	270
inverters	53	199
multi-input cells	519	3990
flip-flops and latches	16	480
fillers	1706	10400
repair buffers	46	433
clock buffers	3	75.1
-- how the worst max path moves through the flow --
stage         startpoint               to  slack [ns]  cells after the start
CTS                sw[1]   accumulator[5]        2.35                     10
global route       sw[1]  accumulator[13]        2.09                     10
finish             sw[1]   accumulator[5]        2.34                     10
-- synth_stat cells, drive strengths merged, types with 10 or more instances --
cell type / count / area, sq um
a21oi: 44 / 220
nor2b: 14 / 87.6
nor3: 23 / 120
mux2i: 25 / 250
o211ai: 13 / 103
ha: 52 / 651
buf: 20 / 114
a31oi: 15 / 93.8
edfxtp: 16 / 480
inv: 52 / 195
clkbuf: 23 / 86.3
mux4: 24 / 544
o21ai: 44 / 220
nor2: 59 / 221
nand2: 47 / 176
a211oi: 12 / 95.1
nand3: 10 / 50.1
Power figures rest on the tool's default switching activity, not on a simulated workload.
